**flow/run.sh**
```bash
#!/bin/bash
# OpenROAD 26Q1-2900-gdf79404cd8, Yosys 0.63+post, stock flow scripts
make -C /OpenROAD-flow-scripts/flow DESIGN_CONFIG=/design/flow/config.mk WORK_HOME=/design/flow/orfs finish
```
**flow/config.mk**
```make
export PLATFORM = sky130hd
export DESIGN_NAME = Register_File
export DESIGN_NICKNAME = Register_File
export VERILOG_FILES = /design/flow/design.v
export SDC_FILE = /design/flow/constraint.sdc
export NUM_CORES = 4
export LEC_CHECK = 1
export CORE_UTILIZATION = 30
```
**flow/constraint.sdc**
```tcl
current_design Register_File

set clk_period 13.8
set clk_io_pct 0.2

create_clock -name clk0 -period $clk_period [get_ports {clk}]

set non_clock_inputs [all_inputs -no_clocks]
set_input_delay [expr $clk_period * $clk_io_pct] -clock clk0 $non_clock_inputs
set_output_delay [expr $clk_period * $clk_io_pct] -clock clk0 [all_outputs]
```
**flow/design.v**
```verilog
`timescale 1ps/1ps
module Register_File(
	input wire 					clk,
	input wire 					rf_we,
	input wire 					rf_reset,
	input wire  [32-1:0] 	alu_forward_inst,	
	input wire  [32-1:0] 	mem_forward_inst,	
	input wire 	[5-1:0]	reg1,
	input wire 	[5-1:0]	reg2,
	input wire 	[5-1:0]	wreg,
	input wire 	[32-1:0]	wdata,
	input wire 	[32-1:0]	alu_rf_forward,
	input wire 	[32-1:0]	mem_rf_forward,
	output reg 	[32-1:0] 	reg1data,
	output reg 	[32-1:0] 	reg2data
);
	integer i;
	reg [32-1:0] rf[2**5-1:0];
	wire [4:0] rd_alu, rd_mem;
	wire [6:0] opcode_alu, opcode_mem;
	assign rd_alu		= alu_forward_inst[11:7 ];
	assign opcode_alu	= alu_forward_inst[6 :0 ];
	assign rd_mem		= mem_forward_inst[11:7 ];
	assign opcode_mem	= mem_forward_inst[6 :0 ];
	always @(*) begin
		reg1data = rf[reg1];
		reg2data = rf[reg2];
		if (opcode_mem == 7'h33 | opcode_mem == 7'h13) begin
			if (rd_mem[5-1:0] == reg1[5-1:0])
				reg1data = mem_rf_forward;
			if (rd_mem[5-1:0] == reg2[5-1:0])
				reg2data = mem_rf_forward;
		end
		if (opcode_alu == 7'h33 | opcode_alu == 7'h13) begin
			if (rd_alu[5-1:0] == reg1[5-1:0])
				reg1data = alu_rf_forward;
			if (rd_alu[5-1:0] == reg2[5-1:0])
				reg2data = alu_rf_forward;
		end
		if (reg1 == 0)
			reg1data = 0;
		if (reg2 == 0)
			reg2data = 0;
	end
	always @(negedge clk) begin
		if (rf_reset) begin
			for (i=0;i<2**5;i=i+1) begin
				rf[i] <= #3 0;
			end
		end
		else
			if (rf_we)
				rf[wreg] <= #3 wdata;
	end
endmodule
```
==> impl_metrics.tcl <==
# yosys + openroad results
set metrics [dict create \
    outcome "completed" \
    antenna_found_initial 25 \
    place_congestion 0.906 \
    rsz0062_at_grt "no" \
    grt_pass1_wl_um 303000 \
    chipArea_mm2 0.189 \
    grt_max_degree 77 \
    vias_per_cell 5.32 \
    hpwl_um 123000 \
    grt_overflow_total 0 \
    fp_util_pct 30.3 \
    arrival_ps 10160 \
    drt_iter0_drc 2754 \
    synth-edff-count 1024 \
    wl_um 215000 \
    path_clk_slew_ps 30 \
    cts_hold_buffers 0 \
    synth_seq_share_pct 54.7 \
    cts_buffer_depth 3 \
    worstPathRequired_ps 11040 \
    syn_inst 3885 \
    cellPowerDensity_mw_per_mm2 131 \
    ys.flop_type "edfxtp_1" \
    synthToLayoutAreaGrowth_pct 23.1 \
    synth.distinct_cells 42 \
    fp.dieW_um 435 \
    yosys_warnings 1 \
    track_usage_pct 24.2 \
    crit_type "reg -> out" \
    firstDrtPassIters 9 \
    synth_top_area_share_pct 54.7 \
    die-height_um 435 \
    warnings 1069 \
    cts_resized 0 \
    clock_sinks 1024 \
    portBuffers 199 \
    total_power_w 0.00905 \
    setup_viol 0 \
    drc 0 \
    via_count 40287 \
    cts_buffers 110 \
    coreArea_mm2 0.186 \
    p_leak_nw 27.6 \
    largest_register_ffs 1024 \
    stdcell_area_mm2 0.0693 \
    yosysChipArea_mm2 0.0563 \
    ys_cells 3885 \
    post-cts-setup-buffers 0 \
    min_path_type "in -> out" \
    grt_pass1_vias 44099 \
    start_kind "flip-flop" \
    top_cells_by_count "and2_1, edfxtp_1, mux4_2" \
    top_area_cell "edfxtp_1" \
    drive_above_1_share_pct 18.7 \
    cp_max_fo 2 \
    ioPinCount 242 \
    finalHoldWorstSlack_ps 6520 \
    post_drt_wl_per_cell_um 28.5 \
    top_regs "rf: 1024 flops" \
    slew_headroom_pct 31.8 \
    avgSynthCellArea_um2 14.5 \
    cts_tree "yes" \
    setup-tns-final_ps 0 \
    placed_cell_area_mm2 0.0615 \
    topCellsByArea "edfxtp_1, mux4_2, and2_1" \
    htree_levels 3 \
    fin_util_pct 37.3 \
    syn_area_mm2 0.0563 \
    max-cap-violations 0 \
    antenna_left 0 \
    ys_ff 1024 \
    drv_slew 0 \
    largest-register "rf" \
    most_common_cell "and2_1" \
    hold_viol 0 \
    critPathCaptureType "primary output" \
    ir_drop_mv 0.101 \
    max_slew.worst_pin.slew_ps 1020 \
    async_flop_share_pct 0 \
    row_count 158 \
    cts-root-buf "clkbuf_16" \
]
[layer usage]
metal	vias up	wire length (µm)	GRT usage, %
met1	19485	67500	24.1
li1	17146	-	-
met3	538	39200	21.2
met2	3099	98700	34.5
met4	19	9640	11.1
met5	-	340	1.86
[layout make-up]
cell class                      count  area [µm²]
Multi-Input combinational cell   2440       24100
Inverter                            4        16.3
Clock inverter                   1117        4880
Fill cell                       17332      117000
Clock buffer                      112        2800
Tap cell                         2480        3100
Timing Repair Buffer              366        3570
Antenna cell                       23        57.6
Sequential cell                  1024       30700
[power breakdown]
group	internal (W)	total, W	switching [W]
Sequential	0.00362	0.00370	0.0000803
Clock	0.00226	0.00432	0.00206
Combinational	0.000454	0.00103	0.000571
[final timing paths]
path | from | to | slack, ps | cells after the start
setup / recovery | rf[16][0] | reg1data[0] | 880 | 7
hold / removal | reg2[1] | reg2data[6] | 6520 | 6
[through the flow]
step / worst slack (ps) / cells
2_1_floorplan: 2440 / 3885
3_3_place_gp: 1180 / 6315
3_5_place_dp: 1220 / 6315
4_1_cts: 909 / 7543
5_1_grt: 751 / 7544
6_report: 883 / 7566
[critical path, cell delays in order, from the launching register on]
cell and delay [ps]:
edfxtp_1 390, mux4_2 450, nor2b_1 150, a211oi_1 820, a21oi_1 90, nand2_1 110, a21oi_1 70, clkdlybuf4s50_1 440
[cell families (layout without fill, tap and decap cells)]
family                 after synthesis  count (layout)  share of synthesized area [%]
AND-OR/OR-AND                      442             442                           5.35
other                                0              23                              0
flip-flops                        1024            1024                           54.7
multiplexers                       673             673                           22.6
buffers and inverters              421            1599                           3.15
AND/OR/NAND/NOR                   1305            1305                           13.9
XOR/XNOR                            20              20                          0.311
[layout by cell type, fill, tap and decap left out, types with 5 or more instances in the layout]
cell                n
o211ai_1            7
nand3_1             7
nand2_1           104
nor2_4             33
edfxtp_1         1024
a22oi_1            27
mux4_2            480
inv_1            1046
bufinv_16          21
nor2_1             10
a21oi_1           124
and3_1             27
buf_4             143
a211oi_1           32
o21ai_0           117
buf_8               5
or2_2              32
xnor2_1            12
nand2b_1            7
a221oi_1          103
clkdlybuf4s50_1   191
mux2i_1           192
and2_1           1024
clkinvlp_2         39
nor2b_1            34
a221oi_2           20
xor2_1              8
inv_4               5
clkbuf_16         112
diode_2            23
buf_12             24
