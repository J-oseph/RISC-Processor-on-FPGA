$ cat design/flow/config.mk
export PLATFORM = sky130hd
export DESIGN_NAME = ALU
export DESIGN_NICKNAME = ALU
export VERILOG_FILES = /design/flow/design.v
export SDC_FILE = /design/flow/constraint.sdc
export NUM_CORES = 4
export LEC_CHECK = 1
export CORE_UTILIZATION = 30
$ cat design/flow/constraint.sdc
current_design ALU

set clk_period 27.9
set clk_io_pct 0.2

create_clock -name clk0 -period $clk_period

set non_clock_inputs [all_inputs -no_clocks]
set_input_delay [expr $clk_period * $clk_io_pct] -clock clk0 $non_clock_inputs
set_output_delay [expr $clk_period * $clk_io_pct] -clock clk0 [all_outputs]
$ cat design/flow/design.v
module ALU (
	input  wire [32-1:0] in_r1,	
	input  wire [32-1:0] in_r2,
	input  wire [32-1:0] in_inst,	
	output reg  [32-1:0] out
);
	wire [6:0] 	funct7, opcode;
	wire [2:0] 	funct3;
	wire [9:0] 	R;
	wire [11:0] imm;
	wire [32-1:0] out_xor;
	assign funct7 	= in_inst[31:25];
	assign funct3	= in_inst[14:12];
	assign opcode	= in_inst[6 :0 ];
	assign imm		= in_inst[31:20];
	assign R = {funct3,funct7};
	assign I = funct3[2:0];
	always @(*) begin
		if (opcode == 7'h33) begin
			if 		(R == 10'h000)
				out = in_r1 + in_r2; 			 
			else if 	(R == 10'h020)
				out = in_r1 - in_r2; 			 
			else if 	(R == 10'h100)
				out = in_r1 << in_r2; 			 
			else if 	(R == 10'h200)
				out = (in_r1 < in_r2) ? 1:0;	 
			else if 	(R == 10'h400)
				out = in_r1 + in_r2; 			 
			else if 	(R == 10'h500)
				out = in_r1 >> in_r2; 			 
			else if 	(R == 10'h600)
				out = in_r1 | in_r2; 			 
			else if 	(R == 10'h700)
				out = in_r1 & in_r2; 			 
			else
				out = 32'hxxxxxxxx;
		end else if (opcode == 7'h13) begin
			if			(I == 3'h0)
				out = in_r1 + imm; 				 
			else if 	(I == 3'h1 & funct7 == 7'h00)
				out = in_r1 << imm; 				 
			else if 	(I == 3'h2)
				out = (in_r1 < imm) ? 1:0; 	 
			else if 	(I == 3'h4)
				out = in_r1 ^ imm; 				 
			else if 	(I == 3'h5 & funct7 == 7'h00)
				out = in_r1 >> imm; 				 
			else if 	(I == 3'h6)
				out = in_r1 | imm; 				 
			else if 	(I == 3'h7)
				out = in_r1 & imm; 				 
			else
				out = 32'hxxxxxxxx;
		end else
				out = 32'hxxxxxxxx;
	end
endmodule
$ cat design/flow/run.sh
#!/bin/bash
# OpenROAD 26Q1-2900-gdf79404cd8, Yosys 0.63+post, stock flow scripts
make -C /OpenROAD-flow-scripts/flow DESIGN_CONFIG=/design/flow/config.mk WORK_HOME=/design/flow/orfs finish
==> impl_metrics.csv <==
group,metric,value,unit
final_timing,finalCritPeriodShare,57.6,%
run,maxCapViolCount,0,
pwr,ir_drop,0.00000994,V
pwr,leakage,3.99,nW
route,drc,0,
synthesis,syn_inst,1324,
synthesis,yosysSeqAreaShare,0,%
route,viasPerCell,6.23,
floorplan,boundaryPins,128,
place,detailed_place_hpwl,30.3,mm
final_timing,min_period,16.08,ns
route,num_antenna_cells,0,
clock_network,cts_setup_buffers,0,
cells_and_area,mostFrequentLayoutCells,"a21oi_1, nand2_1, clkdlybuf4s50_1",
final_timing,hold_viol,0,
final_timing,max-slew-margin-rel,34.4,%
clock_network,cts_resized,0,
place,port_buffers,118,
synthesis,synth.avg_cell_area,6.84,um^2
cells_and_area,clkbuf_count,0,
cells_and_area,drive_above_1_share,8.67,%
run,warnings,74,
place,place_area,10400,um^2
grt,grt_pass1_wl,60.0,mm
synthesis,synth.distinct_cells,85,
route,drtIter0Drc,1138,
final_timing,fin_tns_setup,0,ns
floorplan,fp.coreArea,29600,um^2
worst_setup_path,end_kind,"output port",
floorplan,die_w,176,um
route,routedWlPerCell,22.5,um
grt,grt_max_degree,44,
cells_and_area,final_area,10400,um^2
min_path,hp-class,"input port to output port",
cells_and_area,areaGrowthSynthToFinish,15.0,%
floorplan,dieArea,30900,um^2
floorplan,fp.dieH,176,um
clock_network,hold_buffers,0,
cells_and_area,n_sequential_cell,0,
synthesis,netlist_area,9050,um^2
worst_setup_path,path_class,"input port to output port",
route,vias,10842,
floorplan,rows,63,
worst_setup_path,setup.worst_path.start,"in_r1[12]",
synthesis,yosys_warnings,6,
final_timing,worst_pin_slew,0.972,ns
route,routed_wl,39.1,mm
floorplan,initial_utilization,30.5,%
route,drt-pass1-iter-count,5,
worst_setup_path,cp.required,22.32,ns
cells_and_area,regArea,0,um^2
final_timing,fmax,0.0622,GHz
final_timing,rsz0062_at_grt,"no",
synthesis,synth-area-yosys,9050,um^2
route,ant_nets,0,
worst_setup_path,critical_path.max_fanout,15,
cells_and_area,final_common_cell,"a21oi_1",
grt,grt_pass1_vias,9998,
place,gp_congestion,0.978,
outcome,status,"finished clean",
worst_setup_path,arrival,10.50,ns
synthesis,yosys_cells,1324,
grt,antenna_found_initial,0,
worst_setup_path,cp-start-kind,"input port",
final_timing,final_max_slew_viol_count,0,
grt,track_usage,25.4,%
final_timing,setup_viol,0,
worst_setup_path,crit_end,"out[16]",
grt,grt_overflow_total,0,
pwr,power_density,17.2,nW/um^2
==> where the power goes <==
part	leakage, nW	internal, mW	switching, mW
clock	0	0	0
combinational	3.99	0.0766	0.102
sequential	0	0	0
total	3.99	0.0766	0.102
==> worst max-delay path, cell delays in order <==
cell	delay [ns]
clkdlybuf4s50_1	0.84
ha_1	0.64
nor3_1	0.74
o2111ai_1	0.21
a21oi_1	0.33
o21ai_0	0.22
o31ai_1	0.47
nor2_1	0.07
a21oi_1	0.15
a21oi_1	0.09
o21ai_0	0.47
o21a_1	0.22
clkdlybuf4s50_1	0.47
==> metrics by stage <==
| stage | util (%) | setup slack (ns) | total power [mW] | std cells | hold WS [ns] |
|---|---|---|---|---|---|
| global route | 35.1 | 11.48 | 0.195 | 1740 | 12.53 |
| global placement | 35.1 | 11.99 | 0.175 | 1740 | 12.45 |
| detailed placement | 35.1 | 12.02 | 0.175 | 1740 | 12.46 |
| floorplan | - | 13.60 | 0.115 | 1324 | 11.37 |
| finish | 35.1 | 11.82 | 0.179 | 1740 | 12.46 |
| CTS | 35.1 | 12.01 | 0.176 | 1740 | 12.47 |
==> logic make-up (layout without fill, tap and decap cells) <==
kind of cell	count (synthesis)	after routing	share of synthesized area, %
and+or+nand+nor	419	419	22.4
AOI/OAI and AO/OA	485	485	36.2
adders and majority gates	79	79	11.2
xor gates and xnor gates	32	32	3.10
muxes	124	124	19.0
buffers and inverters	185	211	8.16
==> layout make-up <==
class | count | area, um^2
fill | 3202 | 19200
inverter | 65 | 244
multi-input combinational | 1139 | 8310
tap | 390 | 488
timing repair buffer | 146 | 1370
==> worst min-delay path by stage <==
stage	startpoint	to	slack [ns]	depth (start not counted)
CTS	in_inst[22]	out[7]	12.47	7
finish	in_inst[14]	out[0]	12.46	6
global route	in_inst[22]	out[7]	12.53	7
==> per-layer routing <==
metal	global-route usage, %	share of wire (%)	vias up
met2	38.5	44	568
met3	4.35	9.2	53
met4	5.51	2.5	0
met1	37.6	44	5111
li1	-	-	5110
met5	0	0	-
==> cell usage after synthesis, types with 5 or more instances <==
master    number  area share, %
o211ai_1      12            1.0
or3_1          5           0.35
mux2_2        14            1.7
o21ai_0       83            4.6
and4_1         6           0.58
nor3_1        38            2.1
o221a_2        5           0.62
nand2_1      117            4.9
a211o_1        5           0.48
xnor2_1       15            1.5
inv_1         63            2.6
o22ai_1       22            1.5
and3_1        16            1.1
mux2i_1       73            8.1
ha_1          76             11
a21o_1        22            1.8
o21a_1         7           0.58
buf_1          8           0.33
a32oi_1        5           0.48
o221ai_1      10           0.97
a22oi_1       10           0.83
o21bai_1       7           0.58
and2_1         7           0.48
or2_2         14           0.97
nor4_1        13           0.90
xor2_1        17            1.6
a21oi_1      142            7.9
nand3_1       40            2.2
clkbuf_1      86            3.6
nor2b_1       15            1.0
nor4b_1        5           0.48
a221o_1       15            1.7
o31ai_1       15            1.2
nor2_1       109            4.5
buf_2         20            1.1
a31oi_1       12           0.83
a211oi_1      23            1.9
nand2b_1      13           0.90
mux4_2        37            9.2
a221oi_1      34            3.3
nand4_1        7           0.48
Power and IR drop assume default switching activity.
