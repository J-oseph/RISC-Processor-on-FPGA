## flow/design.v

```verilog
module Instruction_Mem 
  (input  wire [4-1:0] 	address,
	input	 wire					im_cs,
	output reg  [32-1:0]	im_out
	);
	always @(*) begin
		if (!im_cs)
			im_out = 32'h00;
		else begin
			case (address)
				0 			: im_out = 32'h000046B3;
				1 			: im_out = 32'h00004633;
				2 			: im_out = 32'h000045B3;
				3 			: im_out = 32'h01458593;
				4 			: im_out = 32'h06558613;
				5 			: im_out = 32'h40B606B3;
				6 			: im_out = 32'h00D60733;
				7 			: im_out = 32'h00361793;
				8 			: im_out = 32'h00F00033;
				9 			: im_out = 32'h00000013;
				10 		: im_out = 32'h00000013;
				11			: im_out = 32'h00000013;
				12			: im_out = 32'h00000013;
				13			: im_out = 32'h00000013;
				14			: im_out = 32'h00000013;
				15			: im_out = 32'h00000013;
				default 	: im_out = 32'hXX;
			endcase
		end
	end
endmodule
```

## flow/config.mk

```make
export PLATFORM = sky130hd
export DESIGN_NAME = Instruction_Mem
export DESIGN_NICKNAME = Instruction_Mem
export VERILOG_FILES = /design/flow/design.v
export SDC_FILE = /design/flow/constraint.sdc
export NUM_CORES = 4
export LEC_CHECK = 1
export CORE_AREA = 10 10 70 70
export DIE_AREA = 0 0 80 80
```

## flow/constraint.sdc

```tcl
current_design Instruction_Mem

set clk_period 1.5
set clk_io_pct 0.2

create_clock -name clk0 -period $clk_period

set non_clock_inputs [all_inputs -no_clocks]
set_input_delay [expr $clk_period * $clk_io_pct] -clock clk0 $non_clock_inputs
set_output_delay [expr $clk_period * $clk_io_pct] -clock clk0 [all_outputs]
```

## flow/run.sh

```bash
#!/bin/bash
# OpenROAD 26Q1-2900-gdf79404cd8, Yosys 0.63+post, stock flow scripts
make -C /OpenROAD-flow-scripts/flow DESIGN_CONFIG=/design/flow/config.mk WORK_HOME=/design/flow/orfs finish
```

==> run summary <==
The synthesis and place-and-route flow finished, so here is a summary.

Setup repair after global routing could not meet its margin everywhere. The shortest clock period the worst path allows after layout is 1.458 ns. The largest incremental delay on the critical path is 0.20 ns. The count of routing violations after the opening detailed-route iteration came out at 14. The total standard cell area after synthesis came out at 427.9 sq um. The script extracted a net switching power of 0.07152 mW. The layout filler cell count is 373. The count of hold-fix buffers inserted at cts came out at 0. The final hold violation count recorded for this run is 0. The largest net degree at the start of global routing is 11. The xor and xnor area share after synthesis came out at 0%. The core footprint is 3416 sq um. The post-synthesis instance total came out at 63. Per the detail_route report, DRC violations left total 0. The via-per-instance ratio is 3.403. The worst path uses 97.21% of the clock period. Yosys reports that the most numerous cell types are sky130_fd_sc_hd__buf_4, sky130_fd_sc_hd__nor2_1, sky130_fd_sc_hd__ha_1.

The power density over the cells is 200.7 nW/um^2. The stat command in Yosys gives a chip area of 427.9 sq um. The die width is 80 microns. The area of placed instances is 724.4 sq um. The global-route usage over all layers came out at 5.033%. The required time at the worst-slack endpoint is 1.20 ns. After synthesis, flip-flops and latches occupy 0% of the total area. The core utilization before placement came out at 12.53%. The power report attributes to the sequential group a share of 0%. Per the Yosys statistics, synthesis produced 63 cells. The layout clock buffer count came out at 0. Per STA, the worst path is made up of buf_8 -> buf_4 -> ha_2 -> nor2_2 -> a21oi_1 -> nor2_1 -> dlygate4sd2_1. The peak clock frequency supported by timing came out at 0.6858 GHz. The number of standard-cell rows in the floorplan came out at 21. The number of inserted diodes is 0. The count of input and output buffers is 27. The synthesis warning total is 1. The fraction of final layout cells with drive strength greater than 1 is 47.96%. The most numerous cell in the Yosys netlist is sky130_fd_sc_hd__buf_4.

The post-route antenna net violation count came out at 0. Global routing finished with a remaining overflow of 0. The combinational gate area came out at 379.1 sq um. Looking at the critical path, the single cell with the biggest stage delay is sky130_fd_sc_hd__dlygate4sd2_1. At the end of routability-driven placement, the weighted congestion stood at 0.7488.

The post-DP HPWL came out at 1315 microns. The post-synthesis average cell area is 6.792 sq um. The layout sequential cell count is 0. The total of max-cap violations came out at 0. The total power consumption of the routed design came out at 0.1690 mW. The arithmetic-cell share of the synthesized area counting full adders, half adders and majority gates came out at 17.54%. The power share of the combinational group came out at 100.0%.

The largest fanout on the critical path came out at 4. The top cell family by delay on the critical path is buffers and inverters. Compared with the post-synthesis result, the final layout area differs by 96.78%. STA classifies the critical path endpoint as an output pin.

The detailed-route wire length per cell came out at 11.76 microns. Of the post-synthesis cell area, the part taken by muxes is 2.339%. The die outline area is 6400 sq um. The final routed wirelength across all metal layers is 1694 microns. The number of detailed-routing iterations run before antenna repair is 2.

The library cell with the largest summed area after synthesis is sky130_fd_sc_hd__buf_4. The count of buffering cells on the critical path with inverters included came out at 3. The run finished with clean final reports. The die boundary height came out at 80 microns. The aoi/oai-family share of the synthesized area is 14.04%.

The via count of the routed design came out at 490. The fraction of power consumed by the clock network came out at 0%. Summing all non-filler instances in the final layout gives an area of 842.1 sq um. The number of global-route vias before repair is 557.

The dominant kind of combinational cell is buffers and inverters. The switching fraction of total power came out at 42.32%. The final timing report counts setup violations totalling 0.

The type of the most critical hold path is input pin to output pin. Looking at the VDD voltage map, the peak drop is 0.00004493 V. The number of pins exceeding their max-slew limit in the final report came out at 0. The worst setup path is launched from an input pin. The main area contributors are sky130_fd_sc_hd__buf_4, sky130_fd_sc_hd__ha_1, sky130_fd_sc_hd__nor2_1, sky130_fd_sc_hd__a21oi_1, sky130_fd_sc_hd__buf_6. The number of antenna violations at the first check in global routing came out at 0. The footprint of the flip-flops and latches is 0 sq um.

In the setup report, the worst path falls into the class input pin to output pin. Summing over the stages, the warning tally comes to 38. For the worst setup path, the data arrival time is 1.16 ns.

The total internal power is 0.09748 mW. The area fraction of the largest cell type after synthesis is 26.32%. The first-pass GRT wire length is 2746 microns. After Yosys synthesis, and, or, nand and nor cells account for 27.49% of the synthesized area. In the Yosys stats the netlist draws on 24 distinct library cells. The number of ports placed on the die boundary came out at 37. The static leakage is 0.4537 nW.
-- cell usage in the layout, fill, tap and decap left out, types with 2 or more instances in the layout --
cell type / n
sky130_fd_sc_hd__nand2_1: 4
sky130_fd_sc_hd__conb_1: 10
sky130_fd_sc_hd__dlygate4sd2_1: 16
sky130_fd_sc_hd__ha_2: 3
sky130_fd_sc_hd__a21boi_1: 2
sky130_fd_sc_hd__a21oi_2: 2
sky130_fd_sc_hd__and3_4: 3
sky130_fd_sc_hd__buf_4: 15
sky130_fd_sc_hd__buf_8: 2
sky130_fd_sc_hd__nor2_2: 3
sky130_fd_sc_hd__clkdlybuf4s50_1: 3
sky130_fd_sc_hd__nor2_1: 4
sky130_fd_sc_hd__buf_2: 4
sky130_fd_sc_hd__buf_6: 3
sky130_fd_sc_hd__a21oi_1: 3
sky130_fd_sc_hd__ha_4: 2
-- stage by stage --
stage	hold slack [ns]	setup TNS [ns]	utilization, %	instances	worst slack [ns]
after floorplan	0.6272	0	-	72	0.2784
after global placement	1.667	-13.16	21.21	137	-0.7939
after detailed placement	1.663	-13.67	21.21	137	-0.8583
after CTS	1.065	0	24.32	144	0.01219
after global routing	1.094	-0.009776	24.65	144	-0.005012
final	1.060	0	24.65	144	0.04182
-- metal layers --
layer	vias up	GRT usage, %	part of all wire [%]
li1	249	-	-
met4	0	0	0
met1	220	6.328	44
met2	21	8.427	45
met5	-	0	0
met3	0	1.932	12
-- cell type report --
cell class	count	share of cell area [%]
inverters	5	4.012
multi-input cells	49	45.02
well taps	46	6.835
repair buffers	44	44.13
-- cells by family (layout without fill, tap and decap cells) --
kind of cell    count (synthesis)  count (layout)
fa+ha+maj                       6               6
other cells                     1              10
compound gates                 10              10
buf+inv                        23              49
simple gates                   22              22
mux                             1               1
-- timing repair --
action / 4_1_cts / 5_1_grt
setup endpoints to repair: 22 / 4
pin swaps: 7 / 5
gates resized: 79 / 8
buffers inserted: 7 / 0
-- power by group through the flow --
stage	clock network, mW	logic [mW]	registers [mW]
CTS	0	0.166	0
finish	0	0.169	0
global route	0	0.189	0
-- final timing paths --
path / startpoint / endpoint / slack [ns] / depth (start not counted)
worst max-delay path: address[0] / im_out[7] / 0.04 / 7
worst min-delay path: im_cs / im_out[21] / 1.06 / 4
Power figures rest on the tool's default switching activity, not on a simulated workload.
